### flow/design.v
module digits(
    input clk, reset,
    input BJP_FIG, CONG_FIG, NOTA_FIG,
    input [9:0] BJP_COUNT, NOTA_COUNT, CONG_COUNT,
    output reg [3:0] ones, tens, hundreds, thousands
);
    reg [9:0] temp_count;
    always @(posedge clk) begin
        if(reset) begin
            temp_count <= 0;
        end else begin
            case({BJP_FIG, CONG_FIG, NOTA_FIG})
                3'b100: temp_count <= BJP_COUNT;
                3'b010: temp_count <= CONG_COUNT;
                3'b001: temp_count <= NOTA_COUNT;
                default: temp_count <= 0;
            endcase
        end
    end
    always @* begin
        ones = temp_count % 10;
        tens = (temp_count / 10) % 10;
        hundreds = (temp_count / 100) % 10;
        thousands = (temp_count / 1000) % 10;
    end
endmodule
`timescale 1ns / 1ps
module seven_seg(
    input clk_100MHz,
    input reset,
    input [3:0] ones,
    input [3:0] tens,
    input [3:0] hundreds,
    input [3:0] thousands,
    output reg [0:6] seg,
    output reg [3:0] digit
);
    parameter ZERO  = 7'b0000001;   
    parameter ONE   = 7'b1001111;   
    parameter TWO   = 7'b0010010;   
    parameter THREE = 7'b0000110;   
    parameter FOUR  = 7'b1001100;   
    parameter FIVE  = 7'b0100100;   
    parameter SIX   = 7'b0100000;   
    parameter SEVEN = 7'b0001111;   
    parameter EIGHT = 7'b0000000;   
    parameter NINE  = 7'b0000100;   
    reg [1:0] digit_select;
    reg [16:0] digit_timer;
    always @(posedge clk_100MHz or posedge reset) begin
        if(reset) begin
            digit_select <= 0;
            digit_timer <= 0; 
        end else begin
            if(digit_timer == 99_999) begin
                digit_timer <= 0;
                digit_select <= digit_select + 1;
            end else begin
                digit_timer <= digit_timer + 1;
            end
        end
    end
    always @* begin
        case(digit_select)
            2'b00: digit = 4'b1110;   
            2'b01: digit = 4'b1101;   
            2'b10: digit = 4'b1011;   
            2'b11: digit = 4'b0111;   
        endcase
    end
    always @* begin
        case(digit_select)
            2'b00: seg = get_seg(ones);
            2'b01: seg = get_seg(tens);
            2'b10: seg = get_seg(hundreds);
            2'b11: seg = get_seg(thousands);
        endcase
    end
    function [6:0] get_seg(input [3:0] num);
        case(num)
            0: get_seg = ZERO;
            1: get_seg = ONE;
            2: get_seg = TWO;
            3: get_seg = THREE;
            4: get_seg = FOUR;
            5: get_seg = FIVE;
            6: get_seg = SIX;
            7: get_seg = SEVEN;
            8: get_seg = EIGHT;
            9: get_seg = NINE;
            default: get_seg = 7'b1111111;
        endcase
    endfunction
endmodule
module voting_machine(
    input clk, reset,
    input BJP, CONG, NOTA,
    input BJP_FIG, CONG_FIG, NOTA_FIG,
    output BJP_CONF, CONG_CONF, NOTA_CONF,
    output [0:6] seg,
    output [3:0] digit
);
    parameter CONFIRM_TIME = 50_000_000;   
    reg [9:0] BJP_COUNT=0, NOTA_COUNT=0, CONG_COUNT=0;
    wire [3:0] ones,tens,hundreds,thousands;
    digits digits_inst(clk,reset,BJP_FIG,CONG_FIG,NOTA_FIG,
                     BJP_COUNT,NOTA_COUNT,CONG_COUNT,
                     ones,tens,hundreds,thousands);
    seven_seg display(clk,reset,ones,tens,hundreds,thousands,seg,digit);
    reg [31:0] counter = 0;
    reg [2:0] state = 0;
    assign BJP_CONF = (state == 1);
    assign CONG_CONF = (state == 2);
    assign NOTA_CONF = (state == 3);
    always @(posedge clk) begin
        if(reset) begin
            BJP_COUNT <= 0;
            CONG_COUNT <= 0;
            NOTA_COUNT <= 0;
            counter <= 0;
            state <= 0;
        end else begin
            case(state)
                0: begin   
                    if(BJP) begin
                        counter <= 0;
                        state <= 1;
                    end else if(CONG) begin
                        counter <= 0;
                        state <= 2;
                    end else if(NOTA) begin
                        counter <= 0;
                        state <= 3;
                    end
                end
                1: begin   
                    if(counter < CONFIRM_TIME) begin
                        counter <= counter + 1;
                    end else begin
                        BJP_COUNT <= BJP_COUNT + 1;
                        state <= 0;
                    end
                end
                2: begin   
                    if(counter < CONFIRM_TIME) begin
                        counter <= counter + 1;
                    end else begin
                        CONG_COUNT <= CONG_COUNT + 1;
                        state <= 0;
                    end
                end
                3: begin   
                    if(counter < CONFIRM_TIME) begin
                        counter <= counter + 1;
                    end else begin
                        NOTA_COUNT <= NOTA_COUNT + 1;
                        state <= 0;
                    end
                end
            endcase
        end
    end
endmodule
### flow/run.sh
#!/bin/bash
# OpenROAD 26Q1-2900-gdf79404cd8, Yosys 0.63+post, stock flow scripts
make -C /OpenROAD-flow-scripts/flow DESIGN_CONFIG=/design/flow/config.mk WORK_HOME=/design/flow/orfs finish
### flow/config.mk
export PLATFORM = sky130hd
export DESIGN_NAME = voting_machine
export DESIGN_NICKNAME = voting_machine
export VERILOG_FILES = /design/flow/design.v
export SDC_FILE = /design/flow/constraint.sdc
export NUM_CORES = 4
export LEC_CHECK = 1
export CORE_UTILIZATION = 50
### flow/constraint.sdc
current_design voting_machine

set clk_period 7.8
set clk_io_pct 0.2

create_clock -name clk0 -period $clk_period [get_ports {clk}]

set non_clock_inputs [all_inputs -no_clocks]
set_input_delay [expr $clk_period * $clk_io_pct] -clock clk0 $non_clock_inputs
set_output_delay [expr $clk_period * $clk_io_pct] -clock clk0 [all_outputs]
==> results.yml <==
# yosys + openroad results
outcome:
  run_status: "complete, but fails checks"
  violations_in_the_final_reports: "setup timing"
synthesis:
  syn_area_per_cell_sq_um: 7.655
  synth_chip_area_sq_um: 7502
  netlist_area_sq_um: 7502
  yosys-stat-cells: 980
  area_leaders: "sky130_fd_sc_hd__dfxtp_1 20%, sky130_fd_sc_hd__nor2_1 7.5%, sky130_fd_sc_hd__ha_1 6.7%"
  yosysUniqueCellTypes: 90
  ys_seq_frac: 0.2608
  synth-warning-count: 3
  synth_top_cell_by_area: "sky130_fd_sc_hd__dfxtp_1"
  synth.top_cell.area_share: 0.1975
  asyncSetResetFlopFracSynth: 0.2043
  synth-edff-count: 0
  yosys_most_used_dff: "sky130_fd_sc_hd__dfxtp_1"
  synthesis.instances: 980
  synth_flops: 93
flow_run:
  openroad.warnings: 50
  drv_cap: 0
floorplan:
  row_count: 44
  top_level_pins: 22
  core_sq_um: 14590
  floorplan.initialDensity: 0.5142
  die_x_microns: 124.5
  die_outline_area_sq_um: 15500
  die_height_microns: 124.5
route:
  wl_per_cell_microns: 14.31
  detail_route.iter0.violations: 409
  antenna-diode-count: 0
  drt_pass1_iterations: 5
  drcViolationCount: 0
  via_per_inst: 5.654
  drt-total-wl_microns: 18930
  route.vias.total: 7480
  ant_nets: 0
grt:
  antenna_found_initial: 0
  grt_util_all_layers: 0.2547
  grt_overflow_total: 0
  grt_start_max_net_pins: 35
  first_global_vias: 7145
  first_pass_grt_wire_length_microns: 32950
placement:
  io_buffers: 21
  placed_area_sq_um: 8836
  pre_cts_slack_ns: -0.8105
  placed_cells_incl_taps: 1271
  detailedPlacementHpwl_microns: 13920
  gp_routability_congestion: 0.9592
clock_network:
  clk_sink_count: 93
  cts_buffers: 9
  cts_tree: "done"
  clock_latency_ns: 0.34
  clk_transition_reported_paths_ns: 0.06
  ctsHtreeMaxLevel: 3
  clk_path_buf_depth: 2
  cts_root_buf: "sky130_fd_sc_hd__clkbuf_16"
  cts_hold_buf: 0
worst_setup_path:
  setup.worst_path.end: "seg[0]"
  reg2reg_depth: 13
  cpMaxStageDelayCell: "sky130_fd_sc_hd__or3_4"
  timing.reg2reg.setup_slack_ns: 4.56
  critPathLaunchType: "flip-flop"
  peak_fanout_along_the_critical_path: 7
  slowest_stage_delay_cp_ns: 0.40
  worst_r2r_startpoint: "counter[7]$_SDFFE_PP0P_"
  timing.critical_path.required_ns: 6.24
  crit_top_cell: "sky130_fd_sc_hd__buf_6"
  critical_register_to_register_path_endpoint: "counter[23]$_SDFFE_PP0P_"
  endpoint_kind: "output pin"
  crit_path_start: "digits_inst.temp_count[7]$_SDFF_PP0_"
  setup.worst_path.class: "reg -> out"
  worst_ep_arrival_time_ns: 6.92
pwr:
  worst_vdd_rail_ir_drop_uv: 154.6
  powerDensity_nw_per_um2: 100.9
  leakagePower_nw: 3.986
finish:
  syn_to_final_growth_pct: 31.67
  final_layout_top_logic_cells: "144 x sky130_fd_sc_hd__buf_4, 143 x sky130_fd_sc_hd__nor2_1, 84 x sky130_fd_sc_hd__nand2_1, 72 x sky130_fd_sc_hd__dfxtp_1, 65 x sky130_fd_sc_hd__a21oi_1"
  layout_top_cell: "sky130_fd_sc_hd__buf_4"
  finish.cell_count_without_fillers: 1323
  share_of_final_layout_standard_cells_stronger_than_drive_strength_1: 0.2581
  layout.cell_area.non_filler_sq_um: 9878
timing:
  grt_setup_unrepaired: "yes"
  max_slew_margin: 0.4631
  timing.final.crit_share: 1.087
  timing.setup.tns_ns: -3.930
  setup_slack_ns: -0.6757
  finalSetupViolations: 7
  max_slew.worst_pin.slew_ns: 0.8045
  final-max-slew-violation-count: 0
  report.final.hold_viol_count: 0
  crit_path_time_final_ns: 8.476
  maxClockFrequency_ghz: 0.1180
  fin_skew_ns: 0.005632
min_path:
  worst_hold_path_type: "reg -> reg"
==> cell usage after synthesis, types with 7 or more instances <==
cell type / instances
sky130_fd_sc_hd__nand3_1: 24
sky130_fd_sc_hd__nor2_1: 149
sky130_fd_sc_hd__clkbuf_1: 28
sky130_fd_sc_hd__a21oi_1: 70
sky130_fd_sc_hd__and3_1: 19
sky130_fd_sc_hd__or3_1: 16
sky130_fd_sc_hd__xnor2_1: 35
sky130_fd_sc_hd__o211ai_1: 11
sky130_fd_sc_hd__inv_1: 37
sky130_fd_sc_hd__o21ai_1: 7
sky130_fd_sc_hd__a31oi_1: 10
sky130_fd_sc_hd__dfxtp_1: 74
sky130_fd_sc_hd__nor3_1: 22
sky130_fd_sc_hd__mux2i_1: 16
sky130_fd_sc_hd__nor2b_1: 18
sky130_fd_sc_hd__ha_1: 40
sky130_fd_sc_hd__and2_1: 15
sky130_fd_sc_hd__nand4_1: 18
sky130_fd_sc_hd__a22oi_1: 15
sky130_fd_sc_hd__o21ai_0: 48
sky130_fd_sc_hd__a211oi_1: 10
sky130_fd_sc_hd__a21o_1: 10
sky130_fd_sc_hd__nand2_1: 84
sky130_fd_sc_hd__dfrtp_1: 19
sky130_fd_sc_hd__xor2_1: 38
==> state kept, by name, summed over array words and instances, names as in the netlist <==
name                    flops
counter                    32
BJP_COUNT                  10
display.digit_timer        17
digits_inst.temp_count     10
display.digit_select        2
NOTA_COUNT                 10
CONG_COUNT                 10
state                       2
==> metal layers <==
metal | vias up | wire length, microns | GRT usage
met5 | - | 0 | 0
met4 | 0 | 227 | 0.03544
met3 | 19 | 599 | 0.02758
li1 | 3817 | - | -
met1 | 3498 | 8986 | 0.3646
met2 | 146 | 9116 | 0.4322
==> repair_timing <==
item | CTS | global route
resized | 80 | 36
pin swaps | 26 | 15
setup buffers | 28 | 11
setup endpoints to repair | 7 | 7
==> where the power goes <==
group	total [mW]	switching [mW]	internal [mW]
clock network	0.484	0.183	0.301
registers	0.481	0.00261	0.478
logic	0.0317	0.0202	0.0115
==> through the flow <==
| step | total power [mW] | hold WS, ns | utilization |
|---|---|---|---|
| floorplan | 0.5118 | 0.4387 | - |
| global placement | 0.5223 | 0.4543 | 0.6057 |
| detailed placement | 0.5233 | 0.4571 | 0.6057 |
| CTS | 1.008 | 0.4698 | 0.6613 |
| global route | 1.037 | 0.5115 | 0.6771 |
| finish | 0.9966 | 0.4663 | 0.6771 |
==> critical path: cells and delay by family, from the launching register on <==
| family | cells | cell delay [ns] |
|---|---|---|
| adders and majority gates | 3 | 0.55 |
| DFF | 1 | 0.37 |
| muxes | 1 | 0.18 |
| xor gates and xnor gates | 1 | 0.21 |
| buffers and inverters | 10 | 0.92 |
| AOI/OAI and AO/OA | 13 | 2.19 |
| and+or+nand+nor | 13 | 2.14 |
==> kinds of logic (layout without fill, tap and decap cells) <==
group           count (synthesis)  in the layout  synth area share
buf+inv                        81            240           0.04469
simple gates                  413            413            0.2720
flops                          93             93            0.2608
compound gates                252            252            0.2308
fa+ha+maj                      43             43           0.07071
mux                            25             25           0.03569
xor+xnor                       73             73           0.08522
==> worst min path at each step <==
stage	to	start	slack, ns	depth (start not counted)
4_1_cts	display.digit_timer[4]$_DFF_PP0_	display.digit_timer[4]$_DFF_PP0_	0.47	1
5_1_grt	display.digit_timer[4]$_DFF_PP0_	display.digit_timer[4]$_DFF_PP0_	0.51	1
6_report	display.digit_timer[4]$_DFF_PP0_	display.digit_timer[4]$_DFF_PP0_	0.47	1
==> layout make-up <==
type                       count  area (sq um)
tap                          184         230.2
inverter                      41         161.4
fill                        1126          4711
clock inverter                 4         80.08
sequential                    93          1962
timing repair buffer         183          1466
clock buffer                  12         256.5
multi-input combinational    806          5722
Power is estimated from default activity; no workload was simulated.
